$ cat design/flow/run.sh
#!/bin/bash
# OpenROAD 26Q1-2900-gdf79404cd8, Yosys 0.63+post, stock flow scripts
make -C /OpenROAD-flow-scripts/flow DESIGN_CONFIG=/design/flow/config.mk WORK_HOME=/design/flow/orfs finish
$ cat design/flow/config.mk
export PLATFORM = sky130hd
export DESIGN_NAME = ALU
export DESIGN_NICKNAME = ALU
export VERILOG_FILES = /design/flow/design.v
export SDC_FILE = /design/flow/constraint.sdc
export NUM_CORES = 4
export LEC_CHECK = 1
export CORE_AREA = 10 10 72 72
export DIE_AREA = 0 0 82 82
$ cat design/flow/constraint.sdc
current_design ALU

set clk_period 5.7
set clk_io_pct 0.2

create_clock -name clk0 -period $clk_period

set non_clock_inputs [all_inputs -no_clocks]
set_input_delay [expr $clk_period * $clk_io_pct] -clock clk0 $non_clock_inputs
set_output_delay [expr $clk_period * $clk_io_pct] -clock clk0 [all_outputs]
$ cat design/flow/design.v
module ALU(out , select , a , b);
	output reg [4:0] out;
	input [2:0] select ;
	input [3:0] a , b;
	initial
		out = 5'b00000;
	always @(a or b or select) begin
		case(select)
			3'b000 : out = a;
			3'b001 : out = a+b;
			3'b010 : out = a-b;
			3'b011 : out = a/b;
			3'b100 : out = a%b;
			3'b101 : out = a<<1;
			3'b110 : out = a<<1;
			3'b111 : out = (a>b);
		endcase
	end
endmodule
==> results.toml <==
# physical design summary
[yosys]
syn_area_per_cell_um2 = 7.19
netlist_instances = 176
synth_warnings = 1
synth_seq_share_pct = 0
largest_area_cell = "ha_1"
ys_cells = 176
synth_cell_types = 44
synth_chip_area_mm2 = 0.00126
top_area_share_pct = 20.8
syn-cell-area_mm2 = 0.00126
top_cells_by_area = "ha_1 (21%), a21oi_1 (7.5%), mux2_2 (7.1%)"

[power]
p_int_uw = 176
power_frac_clock_pct = 0
combinationalPowerShare_pct = 100.0
powerDensity_mw_per_mm2 = 156
seq_power_share_pct = 0
netSwitchingFraction_pct = 43.9
switchingPower_uw = 138
ir_drop_mv = 0.0849
leakagePower_uw = 0.000894

[flow_run]
drv_cap = 0
warnings = 40

[sta]
finalCritPeriodShare_pct = 120
final_max_slew_viol_count = 0
hold_viol = 0
setup_viol_count_final = 5
max_freq_mhz = 146
fin_tns_setup_ns = -5.55
setup_ws_ns = -1.15
period_needed_ns = 6.85
rsz0062_at_grt = "true"
hold_ws_ns = 2.90
worst_pin_slew_ns = 0.746
slew_headroom_pct = 50.1

[route]
drcViolationCount = 0
drt_iter0_drc = 143
vias_per_cell = 5.34
avgRoutedWirePerCell_um = 14.2
drtPass1Iterations = 4
num_vias = 1507
final_antenna_net_count = 0
antenna_cells = 0
totalWireLength_um = 3990

[setup_path]
max_stage_delay_ns = 0.37
cp_max_fo = 5
worst_path_most_repeated_cell = "ha_4"
arrival_ns = 5.71
worstSetupPathType = "in -> out"
crit_required_ns = 4.56
start_kind = "input pin"
cp_slowest_cell = "o32a_1"
endpoint_kind = "primary output"

[floorplan]
die-width_um = 82
num_rows = 22
io_pins = 16
fp.dieH_um = 82
die-area_mm2 = 0.00672
core_area_mm2 = 0.00369
initCoreUtil_pct = 34.3

[global_routing]
overflow = 0
antenna_found_initial = 0
grt_usage_pct = 12.4
grt_start_max_net_pins = 24
grt_pass1_vias = 1494
grt_first_pass_wirelength_um = 6870

[layout]
fin_area_mm2 = 0.00201
lay_top_cells = "buf_4 (49), ha_1 (15), a21oi_1 (13)"
areaGrowthSynthToFinish_pct = 58.9
fillers = 327
regArea_um2 = 0
layout_top_cell = "buf_4"
clkbuf_count = 0
drive_gt1_share_pct = 41.5
flops = 0

[worst_hold_path]
worstHoldStart = "b[0]"
min_to = "out[4]"
hold_path_depth = 6
hold_class = "in -> out"

[placed_design]
io_buffers = 16
gp_congestion = 0.866
dpl-instance-area_mm2 = 0.00180
dp_hpwl_um = 3160

[run_status]
status = "finished, violations left"
violations = "setup timing"
-- logic make-up after synthesis --
group / count (synthesis) / synth area share, %
fa+ha+maj: 25 / 26.3
buf+inv: 23 / 6.92
mux: 11 / 9.50
simple gates: 53 / 21.4
xor+xnor: 5 / 3.46
other cells: 1 / 0.296
compound gates: 58 / 32.1
-- worst max-delay path: cells and delay by family --
family	cells	cell delay (ns)
mux	3	0.95
fa+ha+maj	4	1.06
buf+inv	6	0.65
simple gates	5	0.59
compound gates	8	1.32
-- cell type report --
type,count,area [um2],area share (%)
timing repair buffer,66,523,26.0
inverter,15,66.3,3.30
multi-input combinational,153,1360,67.7
tap,48,60.1,2.99
-- cells in the mapped netlist, drive strengths merged (2+ instances only) --
cell,n
a211oi,4
a21oi,19
a31oi,3
a32oi,3
clkbuf,7
fa,3
ha,21
inv,14
mux2,8
mux2i,3
nand2,11
nand2b,4
nand3,4
nor2,13
nor2b,5
nor3,10
o211ai,2
o21a,4
o21ai,8
o22ai,2
o32a,2
xnor2,4
-- routing by layer --
metal	vias up	track usage [%]	routed length, um
met3	4	0.661	115
li1	772	-	-
met5	-	0	0
met1	705	18.7	2060
met2	26	19.4	1770
met4	0	1.53	44
-- how the worst max path moves through the flow --
stage / start / endpoint / slack (ns) / depth (start not counted)
after global routing: b[0] / out[1] / -1.30 / 26
after CTS: b[0] / out[2] / -1.11 / 26
final: b[0] / out[1] / -1.15 / 26
-- power groups by stage --
stage                 clock network (uW)  registers [uW]  logic (uW)
after CTS                              0               0         292
after global routing                   0               0         342
final                                  0               0         314
-- what timing repair did --
action | in CTS | in global routing
resized | 50 | 9
pin swaps | 22 | 12
hold buffers | 0 | 0
gates cloned | 0 | 0
endpoints found under the setup margin | 5 | 5
buffers inserted | 11 | 5
-- metrics by stage --
stage                     worst slack, ns  power [uW]  utilization, %  cells
final                               -1.15         314            54.5    282
after global routing                -1.30         342            54.5    282
after CTS                           -1.11         292            52.3    277
after detailed placement            -2.07         252            48.9    266
after global placement              -2.02         248            48.9    266
after floorplan                    -0.847         164               -    176
Power figures rest on the tool's default switching activity, not on a simulated workload.
