==> ./design.v <==
module comparator(output a_big_b , output a_small_b , output a_eq_b , input [3:0] a , input [3:0] b);
	wire [3:0] x;
	assign x = a^~b;
	assign a_eq_b = x[3]&&x[2]&&x[1]&&x[0];
	assign a_big_b = (a[3]&&~b[3])||(x[3]&&a[2]&&~b[2])||(x[3]&&x[2]&&a[1]&&~b[1])||(x[3]&&x[2]&&x[1]&&a[0]&&~b[0]);
	assign a_small_b = (~a[3]&&b[3])||(x[3]&&~a[2]&&b[2])||(x[3]&&x[2]&&~a[1]&&b[1])||(x[3]&&x[2]&&x[1]&&~a[0]&&b[0]);
endmodule
==> ./run.sh <==
#!/bin/bash
# OpenROAD 26Q1-2900-gdf79404cd8, Yosys 0.63+post, stock flow scripts
make -C /OpenROAD-flow-scripts/flow DESIGN_CONFIG=/design/flow/config.mk WORK_HOME=/design/flow/orfs finish
==> ./config.mk <==
export PLATFORM = sky130hd
export DESIGN_NAME = comparator
export DESIGN_NICKNAME = comparator
export VERILOG_FILES = /design/flow/design.v
export SDC_FILE = /design/flow/constraint.sdc
export NUM_CORES = 4
export LEC_CHECK = 1
export CORE_AREA = 10 10 70 70
export DIE_AREA = 0 0 80 80
==> ./constraint.sdc <==
current_design comparator

set clk_period 1.7
set clk_io_pct 0.2

create_clock -name clk0 -period $clk_period

set non_clock_inputs [all_inputs -no_clocks]
set_input_delay [expr $clk_period * $clk_io_pct] -clock clk0 $non_clock_inputs
set_output_delay [expr $clk_period * $clk_io_pct] -clock clk0 [all_outputs]
==> out/qor.yml <==
crit_required_ns: 1.36
finalClockPeriodUsage_pct: 97.3
num_vias: 199
num_io_pins: 11
netlist_area_um2: 139
place_ws_ns: -0.775
synth_seq_share_pct: 0
route.detailed.drc: 0
core-area_um2: 3420
worst_pin_slew_ns: 0.230
fin_crit_ns: 1.65
hold_path.class: "primary input to output pin"
path_class: "primary input to output pin"
vdd_drop_max_mv: 0.0237
cp_top_family: "AND-OR/OR-AND gates"
instances_no_fill: 79
crit_buf_inv: 3
rows: 21
clock_buffers: 0
dpl.hpwl_um: 489
internal_power_mw: 0.0433
p_per_area_nw_per_um2: 206
holdWs_ns: 1.08
path_common_cell: "buf_2"
end_kind: "output pin"
p_switching_mw: 0.0281
die_x_um: 80
regArea_um2: 0
die_y_um: 80
seq_cells: 0
fillers: 402
maxSlewHeadroom_pct: 84.5
grt_pass1_vias: 194
finalWorstSetupSlack_ns: 0.0465
warning_count: 33
hold_violations: 0
arrival_ns: 1.31
fin_total_pwr_mw: 0.0714
wl_um: 630
path_cells: "buf_2, inv_2, ha_4, and3b_1, a311oi_1, o21ai_1, buf_2"
hold_end: "a_small_b"
pwr-share-seq_pct: 0
outcome: "finished clean"
lay_top_cells: "4 x nand2b_4, 4 x buf_2, 3 x and3b_1, 3 x clkbuf_2, 3 x buf_4"
swShare_pct: 39.4
hp-start: "b[0]"
syn_area_per_cell_um2: 7.31
fp_util_pct: 4.07
max_freq_mhz: 605
maxSlewViolCount: 0
dp_cells: 77
ys_area_um2: 139
p_leak_nw: 0.174
first_pass_iters: 1
syn_inst: 19
synth_cell_types: 9
grt_start_max_net_pins: 5
n_antenna_cell: 0
drive_gt1_share_pct: 51.5
gr-total-overflow: 0
crit_slowest_cell: "a311oi_1"
start_kind: "primary input"
grt_first_pass_wirelength_um: 903
cp_max_fo: 4
max_cap_viol_count: 0
wl_per_cell_um: 7.97
cpPeakStageDelay_ns: 0.21
grt.total_usage_pct: 1.75
area_delta_synth_final_pct: 150
numPortBuffers: 11
yosysCellCount: 19
clkPwrFrac_pct: 0
dieArea_um2: 6400
ant_nets: 0
combinationalPowerShare_pct: 100.0
antenna_found_initial: 0
drtIter0Drc: 0
hold_depth: 4
yosys_warnings: 0
gp_congestion: 0.701
setup_violations: 0
via_per_inst: 2.52
[stage by stage]
stage                     instance area, um^2  TNS [ns]  util [%]
final                                     347         0      10.1
after global routing                      347   -0.0390      10.1
after CTS                                 323         0      9.45
after detailed placement                  314     -2.21      9.19
after global placement                    314     -2.18      9.19
after floorplan                           139         0         -
[per-layer routing]
layer | share of wire (%) | global-route usage [%]
met1 | 40 | 1.91
met5 | 0 | 0
met3 | 16 | 1.48
met2 | 44 | 2.73
met4 | 0 | 0
[synth_stat cells]
cell type	number	share of area, %
inv_1	2	5.4
xnor2_1	1	6.3
nand4_1	1	4.5
nand2b_1	4	18
a311oi_1	2	13
and3b_1	3	19
o21ai_1	2	7.2
ha_1	2	18
nor2b_1	2	9.0
[worst max path at each step]
| stage | start | end | slack, ns | depth (start not counted) |
|---|---|---|---|---|
| 4_1_cts | b[0] | a_eq_b | 0.03 | 4 |
| 5_1_grt | a[3] | a_small_b | -0.04 | 7 |
| 6_report | a[3] | a_small_b | 0.05 | 7 |
[power by group through the flow]
stage	Clock (mW)	Combinational [mW]	Sequential, mW
final	0	0.0714	0
after global routing	0	0.0800	0
after CTS	0	0.0624	0
[layout make-up]
class / instances / area [um^2] / area share, %
Timing Repair Buffer: 14 / 101 / 29.2
Multi-Input combinational cell: 17 / 180 / 52.0
Inverter: 2 / 7.51 / 2.17
Tap cell: 46 / 57.6 / 16.6
[cells by family (layout without fill, tap and decap cells)]
group	count (synthesis)	count (layout)	share of synthesized area (%)
buf+inv	2	16	5.41
simple gates	10	10	50.5
xor+xnor	1	1	6.31
compound gates	4	4	19.8
fa+ha+maj	2	2	18.0
[what timing repair did]
action / CTS / global route
pin swaps: 4 / 2
endpoints found under the hold margin: 0 / 0
resized: 22 / 13
endpoints found under the setup margin: 3 / 2
buffers inserted: 2 / 0
cloned: 0 / 0
hold buffers: 0 / 0
Power figures rest on the tool's default switching activity, not on a simulated workload.
